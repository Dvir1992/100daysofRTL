<file path="./design.v">
module day13(
input     wire[3:0] a_i,
input     wire[3:0] sel_i,
output    wire     y_ter_o,
output    logic     y_case_o,
output    logic     y_ifelse_o,
output    logic     y_loop_o,
output    logic     y_aor_o
);
  assign y_ter_o= sel_i[0]?a_i[0]:
    			  sel_i[1]?a_i[1]:
    			  sel_i[2]?a_i[2]:
    			  a_i[3];
  always@(a_i or sel_i)begin
    case (sel_i)
      4'b0001 : y_case_o = a_i[0];
      4'b0010 : y_case_o = a_i[1];
      4'b0100 : y_case_o = a_i[2];
      4'b1000 : y_case_o = a_i[3];
      default : y_case_o = 1'bx;
    endcase
  end
   always@(a_i or sel_i)begin
    if (sel_i[0])      y_ifelse_o = a_i[0];
    else if (sel_i[1]) y_ifelse_o = a_i[1];
    else if (sel_i[2]) y_ifelse_o = a_i[2];
    else if (sel_i[3]) y_ifelse_o = a_i[3];
    else               y_ifelse_o = 1'bx;
  end
    always_comb begin
    y_loop_o = '0;
    for (int i=0; i<4; i++) begin
      y_loop_o = (sel_i[i] & a_i[i]) | y_loop_o;
    end
  end
  assign y_aor_o = (sel_i[0] & a_i[0]) |
                   (sel_i[1] & a_i[1]) |
                   (sel_i[2] & a_i[2]) |
                   (sel_i[3] & a_i[3]);
endmodule
</file>
<file path="./config.mk">
export PLATFORM = sky130hd
export DESIGN_NAME = day13
export DESIGN_NICKNAME = day13
export VERILOG_FILES = /design/flow/design.v
export SDC_FILE = /design/flow/constraint.sdc
export NUM_CORES = 4
export LEC_CHECK = 1
export CORE_AREA = 10 10 70 70
export DIE_AREA = 0 0 80 80
</file>
<file path="./run.sh">
#!/bin/bash
# OpenROAD 26Q1-2900-gdf79404cd8, Yosys 0.63+post, stock flow scripts
make -C /OpenROAD-flow-scripts/flow DESIGN_CONFIG=/design/flow/config.mk WORK_HOME=/design/flow/orfs finish
</file>
<file path="./constraint.sdc">
current_design day13

set clk_period 1.8
set clk_io_pct 0.2

create_clock -name clk0 -period $clk_period

set non_clock_inputs [all_inputs -no_clocks]
set_input_delay [expr $clk_period * $clk_io_pct] -clock clk0 $non_clock_inputs
set_output_delay [expr $clk_period * $clk_io_pct] -clock clk0 [all_outputs]
</file>
==> results_slide.txt <==
Synthesis and Place & Route Summary

Outcome
  – Outcome: complete, no violations

Timing
  – Max frequency: ~580 MHz
  – Finish-stage setup viols: 0
  – Setup TNS: 0 ns
  – Worst-Margin Slew: between 0.1 and 0.15 ns
  – Slew margin rel.: 90.5%
  – Slew Viols, Final: 0
  – RSZ-0062 raised after global routing: false
  – Final Critical Period: approximately 1.7 ns
  – Setup WS post-layout: about 0.077 ns
  – Worst hold slack: between 1 and 1.5 ns
  – Cycle use final: roughly 96%
  – Fin. Hold Viols: 0

Worst hold path
  – HP Class: input port to primary output
  – Min-Delay Path Depth: 3

GRT
  – Global-route wire length before repair: 903 um
  – Initial antenna violation count: 0
  – Vias in the first global route: approximately 180
  – Pin count of the biggest net entering global routing: 8
  – Gr ovfl total: 0
  – GRT Overall Usage: 1.78%

Run
  – Log Warnings: 32
  – Max Cap Violations: 0

Detailed routing
  – Ant diodes: 0
  – DR WL/cell: 7.78 um
  – Initial drt markers: 1
  – Initial DRT Pass Iterations: 5
  – DR vias: 189
  – DRC: 0
  – Post-route ant nets: 0
  – DR vias/cell: 2.42
  – Routed wire length: approximately 610 um

Synthesis
  – Synth Seq Share: 0%
  – Post-synth top area share: 11.0%
  – Leading area contributor after synthesis: nand4bb_2
  – Cell Type Count: 13
  – Syn_area_per_cell: 7.77 um^2
  – Synth area leaders: nand4bb_2 (11%), buf_4 (10%), nand2_1 (10%)
  – Syn Inst Count: 19
  – Yosys warning total: 1
  – Yosys stat area: roughly 150 um^2
  – Yosys Instances: 19
  – Post-synthesis cell area: 148 um^2

Finish
  – Final Instance Area: 310 um^2
  – Seq_cells: 0
  – Logic area: roughly 120 um^2
  – Commonest Layout Cell: dlygate4sd2_1
  – Layout Cells excl Fill: 78
  – Layout cells sized above 1: 37.5%
  – Most frequent cells in the layout: dlygate4sd2_1 (7), nand2_1 (3), buf_4 (3)
  – Synthesis-to-finish area growth: 110%
  – Fin util: 9.08%
  – Clock buffers: 0
  – Register area: 0 um^2
  – Tally of filler cells in the layout: 421

Die
  – Row count: 21
  – IO Count: 13
  – Die X: 80 um
  – Die area: 6400 um^2
  – Area of the core: 3420 um^2
  – FP Core Util: 4.32%
  – Die y size: 80 um

Setup path
  – Crit Path Class: input port to primary output
  – Worst path max stage delay: between 0.4 and 0.5 ns
  – Worst path slowest cell: clkdlybuf4s50_1
  – Required @ worst endpoint: between 1 and 1.5 ns
  – Worst-path cell chain: clkdlybuf4s15_2 > nand2_1 > buf_4 > nand4_1 > clkdlybuf4s50_1
  – Critical Path Sink Type: primary output
  – Critical path peak fanout: 5
  – Worst path arrival time: roughly 1.4 ns
  – Startpoint types: input port

Power
  – Max VDD drop: 0.0000332 V
  – PwrDens: 189 nW/um^2
  – Pwr Total: 58.7 uW
  – Leak: 0.121 nW

Placed design
  – # port buffers: 13
  – Dpl cells: 77
  – Dpl ws: -0.616 ns
  – Dpl hpwl: 558 um
  – GP Congestion: around 0.70
  – Area post-placement: 324 um^2
## area by class of cell
cell class / instances / share of cell area (%)
Multi-Input combinational cell: 15 / 39.9
Timing Repair Buffer: 16 / 40.3
Tap cell: 46 / 18.5
Inverter: 1 / 1.21
## cells in the mapped netlist
library cell  number
nand4_1            1
nand4bb_2          1
xor2_1             1
buf_4              2
o221ai_2           1
o311a_1            1
o21a_1             2
nand2_1            4
inv_1              1
nand4bb_1          1
mux2i_1            1
o21ai_0            2
buf_6              1
## critical path, delay by kind of cell
family / cells / cell delay [ns]
buf+inv: 3 / 0.83
simple gates: 2 / 0.17
## power breakdown
group	internal, mW	switching [mW]	total [mW]	leakage (nW)
sequential	0	0	0	0
clock	0	0	0	0
combinational	0.0355	0.0233	0.0587	0.121
total	0.0355	0.0233	0.0587	0.121
## final timing paths
check                 from       to  slack (ns)
setup / recovery  sel_i[3]  y_aor_o        0.08
hold / removal    sel_i[0]  y_ter_o        1.17
## kinds of logic (layout without fill, tap and decap cells)
| group | Yosys count | after routing | share of synthesized area (%) |
|---|---|---|---|
| buffers and inverters | 4 | 17 | 20.3 |
| xor gates and xnor gates | 1 | 1 | 5.93 |
| AOI/OAI and AO/OA | 6 | 6 | 33.9 |
| and+or+nand+nor | 7 | 7 | 33.1 |
| muxes | 1 | 1 | 6.78 |
## per-layer routing
metal | track usage [%] | up-vias | share of wire (%) | routed length, um
li1 | - | 97 | - | -
met1 | 2.18 | 85 | 42 | 256
met4 | 0 | 0 | 0 | 0
met5 | 0 | - | 0 | 0
met3 | 0.795 | 0 | 14 | 83
met2 | 2.97 | 7 | 44 | 266
## repair_timing
item                                    4_1_cts  5_1_grt
pin swaps                                     6        1
hold buffers                                  0        0
endpoints found under the hold margin         0        0
resized                                      21        4
endpoints found under the setup margin        5        2
buffers inserted                              1        0
Power figures rest on the tool's default switching activity, not on a simulated workload.
