$ cat flow/config.mk
export PLATFORM = sky130hd
export DESIGN_NAME = day10
export DESIGN_NICKNAME = day10
export VERILOG_FILES = /design/flow/design.v
export SDC_FILE = /design/flow/constraint.sdc
export NUM_CORES = 4
export LEC_CHECK = 1
export CORE_AREA = 10 10 70 70
export DIE_AREA = 0 0 80 80
$ cat flow/constraint.sdc
current_design day10

set clk_period 1.4
set clk_io_pct 0.2

create_clock -name clk0 -period $clk_period [get_ports {clk}]

set non_clock_inputs [all_inputs -no_clocks]
set_input_delay [expr $clk_period * $clk_io_pct] -clock clk0 $non_clock_inputs
set_output_delay [expr $clk_period * $clk_io_pct] -clock clk0 [all_outputs]
$ cat flow/design.v
module day10 (
  input     wire          clk,
  input     wire          reset,
  input     wire          load_i,
  input     wire[3:0]     load_val_i,
  output    wire[3:0]     count_o
);
  reg [3:0] count_q;
  reg [3:0] load_ff;
  wire [3:0] count_next;
  always@(posedge clk or posedge reset)begin
    if(reset)
      load_ff<=0;
    else if(load_i)
      load_ff<=load_val_i;            
  end
  always @(posedge clk or posedge reset)begin
    if(reset)
      count_q<=0;
    else
      count_q<=count_next;
  end
  assign count_next= load_i?load_val_i:((count_q==4'b1111)?load_ff:count_q+1);
 assign count_o=count_q;
endmodule
$ cat flow/run.sh
#!/bin/bash
# OpenROAD 26Q1-2900-gdf79404cd8, Yosys 0.63+post, stock flow scripts
make -C /OpenROAD-flow-scripts/flow DESIGN_CONFIG=/design/flow/config.mk WORK_HOME=/design/flow/orfs finish
==> run_results.csv <==
group,metric,value,unit
setup_path,worstSetupPathType,"flip-flop to output port",
sta,fin_crit_sh,0.958,
clocking,numCtsBuffers,3,
sta,fin_crit,1340,ps
sta,worst_clock_skew,5.03,ps
setup_path,arrival,1060,ps
setup_path,worstPathMaxFanout,2,
sta,relSlewSlack,0.793,
clocking,worstSkewPairLatency,250,ps
clocking,ctsHoldBuffers,0,
setup_path,end_kind,"output port",
global_route,antenna_found_initial,0,
logic_synthesis,ys_cells,40,
global_route,overflow,0,
setup_path,cp_cell_sequence,"clkdlybuf4s50_1",
global_route,grt_pass1_wl,1540,um
sta,tightest_slew,310,ps
pwr,p_leak,0.288,nW
cells_and_area,drive_gt1_frac,0.193,
drt,n_antenna_cell,0,
status,status,"finished, final reports clean",
logic_synthesis,ys_types,16,
job,maxCapViolations,0,
sta,clock.fmax,745,MHz
drt,vias_per_cell,3.26,
logic_synthesis,yosysWarnings,1,
cells_and_area,nFillCells,398,
setup_path,critPathRequiredTime,1120,ps
pwr,ir_drop,0.291,mV
global_route,grt_pass1_vias,376,
cells_and_area,stdcell_area,596,um^2
place,post-dp-hpwl,717,um
clocking,path_clk_slew,60,ps
floorplanning,fp_util,0.107,
logic_synthesis,ys_seq_frac,0.546,
setup_path,crit_slowest_cell,"clkdlybuf4s50_1",
logic_synthesis,enable_flop_cells,0,
clocking,cts.htree.levels,1,
logic_synthesis,async_reset_ff_frac,1.00,
clocking,root_buffer,"clkbuf_4",
worst_hold_path,hold_path.class,"input pin to async pin",
clocking,cts.sinks,8,
sta,fin_tns_setup,0,ps
logic_synthesis,ys_ff,8,
floorplanning,die_w,80,um
pwr,power.density,994,mW/mm^2
drt,drc,0,
place,place_area,528,um^2
floorplanning,die_area,0.00640,mm^2
floorplanning,io-pin-count,11,
place,dp.cells,96,
logic_synthesis,syn_area_per_cell,9.17,um^2
global_route,grt_use_total,0.0296,
logic_synthesis,ys_chip_area,367,um^2
setup_path,crit_path_start_kind,"flip-flop",
cells_and_area,fin_cells,103,
sta,hold_viol,0,
setup_path,crit_family,"buffers and inverters",
sta,finalHoldWorstSlack,276,ps
drt,drt_iter0_drc,0,
drt,via_count,336,
floorplanning,core_area,0.00342,mm^2
clocking,clk_path_buf_depth,2,
job,log.warning_count,25,
sta,rsz0062_at_grt,"no",
floorplanning,num_rows,21,
logic_synthesis,synth_cells,40,
sta,maxSlewViolCount,0,
clocking,cts_tree,"done",
sta,report.final.setup_viol,0,
drt,postRouteAntennaNets,0,
drt,wirelength,915,um
logic_synthesis,synth_area,367,um^2
place,gp_congestion,0.746,
floorplanning,dieHeight,80,um
place,port_buffers,10,
drt,wl_per_cell,8.88,um
cells_and_area,areaGrowthSynthToFinish,62.5,%
drt,dr.pass1.iters,1,
global_route,grt_max_degree,14,
setup_path,cpPeakStageDelay,460,ps
pwr,power,592,uW
setup_path,crit_buf_inv,1,
logic_synthesis,synth_top_flop_cell,"dfrtp_1",
## what timing repair did
action,CTS,global route
gates resized,0,5
buffers inserted,4,0
endpoints found under the setup margin,4,6
## Yosys cell counts, types with 2 or more instances
cell	number	share of area
nand2_1	7	0.072
a21oi_1	2	0.027
dfrtp_1	8	0.55
inv_1	6	0.061
o21ai_0	5	0.068
nor2_1	2	0.020
## cell families after synthesis
logic type	share of synthesized area
AOI/OAI and AO/OA	0.184
and+or+nand+nor	0.126
buffers and inverters	0.0819
DFF	0.546
muxes	0.0273
adders and majority gates	0.0341
## metal layers
layer | track usage | wire (um)
met5 | 0 | 0
met4 | 0.0106 | 9
met3 | 0.0136 | 62
met2 | 0.0490 | 479
met1 | 0.0325 | 363
## final timing paths
check / startpoint / endpoint / slack [ps] / depth (start not counted)
max: count_q[2] / count_o[2] / 60 / 1
min: reset / count_q[3] / 280 / 2
max reg2reg: count_q[0] / count_q[3] / 180 / 5
min reg2reg: load_ff[1] / load_ff[1] / 520 / 2
max in group asynchronous: reset / count_q[0] / 890 / 2
min in group clk0: load_ff[1] / load_ff[1] / 520 / 2
## power breakdown
group | leakage, nW | switching (mW) | internal, mW
clock | 0.0138 | 0.0741 | 0.0978
combinational | 0.178 | 0.0633 | 0.0856
sequential | 0.0966 | 0.0135 | 0.258
## per-stage QoR
| step | setup WS, ps | util |
|---|---|---|
| finish | 58.3 | 0.174 |
| global route | 15.4 | 0.174 |
| CTS | 24.9 | 0.170 |
| detailed placement | -23.3 | 0.155 |
| global placement | -3.97 | 0.155 |
| floorplan | 279 | - |
## cell usage in the layout (no fill, tap or decap), drive strengths merged, types with 3 or more instances in the layout
cell	instances
o21ai	5
clkdlybuf4s50	7
dfrtp	8
buf	5
inv	7
nand2	7
clkbuf	3
dlymetal6s2s	3
## area by class of cell
cell class	instances	area, um^2	area share
clock buffer	3	22.5	0.0378
inverter	7	26.3	0.0441
multi-input combinational	24	144	0.242
sequential	8	200	0.336
tap	46	57.6	0.0966
timing repair buffer	15	145	0.244
## state kept, by name, summed over array words and instances, names as in the netlist
name     cells
count_q      4
load_ff      4
## worst reg2reg max path: stages (launching register included)
cell	delay (ps)
dfrtp_1	380
buf_4	150
ha_2	210
a21oi_1	120
a211oi_1	60
o311ai_1	210
Power figures rest on the tool's default switching activity, not on a simulated workload.
