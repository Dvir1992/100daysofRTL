==> ./design.v <==
module day4(
  input     logic [7:0]   a_i,   
  input     logic [7:0]   b_i,  
  input     logic [2:0]   op_i,  
  output    logic [7:0]   alu_o  
);
  localparam ADD= 3'b000;
  localparam SUB= 3'b001;
  localparam SLL= 3'b010;
  localparam LSR= 3'b011;
  localparam AND= 3'b100;
  localparam OR=  3'b101;
  localparam XOR= 3'b110;
  localparam EQL= 3'b111;
  always@(a_i,b_i,op_i)begin
  case(op_i)
    	ADD: alu_o=a_i+b_i;
    	SUB: alu_o=a_i-b_i;
    	SLL: alu_o=a_i<<b_i[0+:3];
    	LSR: alu_o=a_i>>b_i[0+:3];
    	AND: alu_o=a_i&b_i;
    	OR:  alu_o=a_i|b_i;
    	XOR: alu_o=a_i^b_i;
    	EQL: alu_o=(a_i==b_i)?1:0;
  	endcase
  end
endmodule
==> ./run.sh <==
#!/bin/bash
# OpenROAD 26Q1-2900-gdf79404cd8, Yosys 0.63+post, stock flow scripts
make -C /OpenROAD-flow-scripts/flow DESIGN_CONFIG=/design/flow/config.mk WORK_HOME=/design/flow/orfs finish
==> ./config.mk <==
export PLATFORM = sky130hd
export DESIGN_NAME = day4
export DESIGN_NICKNAME = day4
export VERILOG_FILES = /design/flow/design.v
export SDC_FILE = /design/flow/constraint.sdc
export NUM_CORES = 4
export LEC_CHECK = 1
export CORE_AREA = 10 10 99 99
export DIE_AREA = 0 0 109 109
==> ./constraint.sdc <==
current_design day4

set clk_period 5.5
set clk_io_pct 0.2

create_clock -name clk0 -period $clk_period

set non_clock_inputs [all_inputs -no_clocks]
set_input_delay [expr $clk_period * $clk_io_pct] -clock clk0 $non_clock_inputs
set_output_delay [expr $clk_period * $clk_io_pct] -clock clk0 [all_outputs]
==> CHANGELOG.md <==
### Metrics

* Setup crit end kind: output port
* Minimum clock period at 5050 ps
* Synth unique cells at 54
* RSZ-0062 raised after global routing: no
* Cells after synthesis at 220
* Detailed placement HPWL at 4430 µm
* Post-Layout Cell Count at 345
* Comb. cell area at 1480 µm²
* Syn Area/Cell at 7.55 µm²
* Via count at 1,723
* GRT overflow at 0
* Core area at 7730 µm²
* Fillers at 841
* Switch share at 0.512
* Gp weighted congestion at 0.936
* Pleak at 0.870 nW
* Post-route cell area at 2060 µm²
* Final hold violations at 0
* Drt first pass iters at 4
* Setup violators final at 0
* Synth Seq Share at 0
* Dominant cell area share at 0.181
* Post-synth area hogs: ha_1, mux2i_1, inv_1
* ANT nets after route at 0
* Cell Area, Synth at 1660 µm²
* Outcome: complete, no violations
* Worst vdd ir at 33.3 µV
* Critical path startpoint: a_i[0]
* I/O Buffers at 27
* Gate power share at 1.000
* WP data arrival at 3950 ps
* Ant diodes at 0
* Synth area leader: ha_1
* DRT Wirelength at 5460 µm
* Ys Warns at 1
* Crit path max fanout at 6
* Die Width at 109 µm
* Final Cycle Share at 0.919
* Critical Path Start Type: input pin
* Hold Startpoint: a_i[1]
* Design Power at 0.183 mW
* Post-placement cell count at 345
* CTS Hold Bufs at 0
* Synthesis area per yosys at 1660 µm²
* Vias per Instance at 4.99
* Critical Path Sink: alu_o[6]
* First-pass GRT wire length at 9000 µm
* Top cells excl fill/tap: clkdlybuf4s50_1, inv_1, ha_1
* Stage-log warning count at 48
* GRT Total Usage at 0.0933
* Max-slew headroom at 0.527
* # Cells Yosys at 220
* Row count at 32
* FFs & Latches at 0
* Setup bufs post-CTS at 0
* Placement-stage cell area at 2060 µm²
* Transition time of the tightest slew-check pin at 707 ps
* Fp_density at 0.215
* Switching power at 0.0938 mW
* Most instantiated logic cell after routing: clkdlybuf4s50_1
* Initial antenna violation count at 0
* Largest net degree at the start of global routing at 20
* I/O Pins at 27
* WL/cell at 15.8 µm
* Data required, critical path at 4400 ps
* Vias in the first global route at 1,669
* Max cap viols at 0
* Hold crit path type: in -> out
* Die Y at 109 µm
* Clock buffer cells at 0
* Power density over the cells at 89.0 nW/µm²
* DRC Markers at 0
* Sum Neg Setup Slack at 0 ps
* Pint at 0.0894 mW
* Fmax at 198 MHz
* Worst Setup Path Type: in -> out
* Register area at 0 µm²
* 1st-iter DRT viols at 150
* Post_cts resized at 0
* Clock share of power at 0
* Synth-to-layout area growth at 23.9%
* Flop pwr share at 0
* Share of layout cells above drive strength 1 at 0.0947
* Max-slew violation count at 0
* Chip area at 11,900 µm²
[kinds of logic (layout without fill, tap and decap cells)]
group / Yosys count / after routing / synth area share
adders and majority gates: 26 / 26 / 0.205
muxes: 19 / 19 / 0.164
AOI/OAI and AO/OA: 64 / 64 / 0.279
and+or+nand+nor: 64 / 64 / 0.209
buffers and inverters: 41 / 64 / 0.111
xor gates and xnor gates: 6 / 6 / 0.0316
[worst min path at each step]
stage | end | slack (ps) | depth (start not counted)
CTS | alu_o[1] | 3380 | 5
global route | alu_o[1] | 3460 | 5
finish | alu_o[1] | 3370 | 5
[power groups by stage]
stage / combinational [mW] / clock (mW) / sequential, mW
5_1_grt: 0.204 / 0 / 0
4_1_cts: 0.184 / 0 / 0
6_report: 0.183 / 0 / 0
[synth_stat cells, types with 4 or more instances]
| master | n |
|---|---|
| inv_1 | 25 |
| ha_1 | 24 |
| nor2_1 | 19 |
| a21oi_1 | 14 |
| o21ai_0 | 14 |
| mux2i_1 | 13 |
| nand2_1 | 8 |
| a22oi_1 | 7 |
| buf_2 | 7 |
| nor2b_1 | 6 |
| a31oi_1 | 5 |
| clkbuf_1 | 5 |
| nor3_1 | 5 |
| mux4_2 | 4 |
| nand2b_1 | 4 |
| xor2_1 | 4 |
[worst max-delay path, stage by stage]
cell             delay (ps)
clkdlybuf4s50_1         580
ha_1                    290
inv_1                    80
fa_1                    420
or2b_1                  260
a21oi_1                 200
o21ai_0                 130
nand4b_1                120
o221ai_1                110
nor3_1                  170
clkdlybuf4s50_1         510
[metal layers]
layer / routed length, µm / part of all wire / vias up / GRT usage
met5: 0 / 0 / - / 0
met4: 24 / 0.0044 / 0 / 0.00377
met3: 316 / 0.058 / 2 / 0.0102
met2: 2470 / 0.45 / 47 / 0.148
met1: 2650 / 0.48 / 809 / 0.140
li1: - / - / 865 / -
[through the flow]
stage | hold WS, ps | utilization | worst slack, ps
after global placement | 3370 | 0.266 | 443
after global routing | 3460 | 0.266 | 198
after detailed placement | 3370 | 0.266 | 411
after CTS | 3380 | 0.266 | 401
after floorplan | 2470 | - | 1370
final | 3370 | 0.266 | 448
[area by class of cell]
class | instances | area share
multi-input cells | 179 | 0.717
repair buffers | 39 | 0.175
inverters | 25 | 0.0456
well taps | 102 | 0.0620
Power and IR drop assume default switching activity.
